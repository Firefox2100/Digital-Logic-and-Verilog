==> ./design.v <==
`timescale 1ns / 1ps
module CLA(A,B,S,cin,cout);
    input [0:7] A;
    input [0:7] B;
    input cin;
    output [0:7] S;
    output cout;
    wire p[0:7];
    wire g[0:7];
    wire c[1:7];
    full_adder u1(
        .a(A[0]),
        .b(B[0]),
        .c(cin),
        .s(S[0]),
        .p(p[0]),
        .g(g[0]));
     assign c[1]=g[0]|(p[0]&cin);
     full_adder u2(
        .a(A[1]),
        .b(B[1]),
        .c(c[1]),
        .s(S[1]),
        .p(p[1]),
        .g(g[1]));
     assign c[2]=g[1]|(p[1]&g[0])|(p[1]&p[0]&cin);
     full_adder u3(
        .a(A[2]),
        .b(B[2]),
        .c(c[2]),
        .s(S[2]),
        .p(p[2]),
        .g(g[2]));
     assign c[3]=g[2]|(p[2]&g[1])|(p[2]&p[1]&g[0])|(p[2]&p[1]&p[0]&cin);
     full_adder u4(
        .a(A[3]),
        .b(B[3]),
        .c(c[3]),
        .s(S[3]),
        .p(p[3]),
        .g(g[3]));
     assign c[4]=g[3]|(p[3]&g[2])|(p[3]&p[2]&g[1])|(p[3]&p[2]&p[1]&g[0])|(p[3]&p[2]&p[1]&p[0]&cin);
     full_adder u5(
        .a(A[4]),
        .b(B[4]),
        .c(c[4]),
        .s(S[4]),
        .p(p[4]),
        .g(g[4]));
     assign c[5]=g[4]|(p[4]&g[3])|(p[4]&p[3]&g[2])|(p[4]&p[3]&p[2]&g[1])|(p[4]&p[3]&p[2]&p[1]&g[0])|(p[4]&p[3]&p[2]&p[1]&p[0]&cin);
     full_adder u6(
        .a(A[5]),
        .b(B[5]),
        .c(c[5]),
        .s(S[5]),
        .p(p[5]),
        .g(g[5]));
     assign c[6]=g[5]|(p[5]&g[4])|(p[5]&p[4]&g[3])|(p[5]&p[4]&p[3]&g[2])|(p[5]&p[4]&p[3]&p[2]&g[1])|(p[5]&p[4]&p[3]&p[2]&p[1]&g[0])|(p[5]&p[4]&p[3]&p[2]&p[1]&p[0]&cin);
     full_adder u7(
        .a(A[6]),
        .b(B[6]),
        .c(c[6]),
        .s(S[6]),
        .p(p[6]),
        .g(g[6]));
     assign c[7]=g[6]|(p[6]&g[5])|(p[6]&p[5]&g[4])|(p[6]&p[5]&p[4]&g[3])|(p[6]&p[5]&p[4]&p[3]&g[2])|(p[6]&p[5]&p[4]&p[3]&p[2]&g[1])|(p[6]&p[5]&p[4]&p[3]&p[2]&p[1]&g[0])|(p[6]&p[5]&p[4]&p[3]&p[2]&p[1]&p[0]&cin);
     full_adder u8(
        .a(A[7]),
        .b(B[7]),
        .c(c[7]),
        .s(S[7]),
        .p(p[7]),
        .g(g[7]));
     assign cout=g[7]|(p[7]&g[6])|(p[7]&p[6]&g[5])|(p[7]&p[6]&p[5]&g[4])|(p[7]&p[6]&p[5]&p[4]&g[3])|(p[7]&p[6]&p[5]&p[4]&p[3]&g[2])|(p[7]&p[6]&p[5]&p[4]&p[3]&p[2]&g[1])|(p[7]&p[6]&p[5]&p[4]&p[3]&p[2]&p[1]&g[0])|(p[7]&p[6]&p[5]&p[4]&p[3]&p[2]&p[1]&p[0]&cin);
endmodule
`timescale 1ns / 1ps
module full_adder(a,b,c,s,p,g);
    input a,b,c;
    output s,p,g;
    assign g=a&b;
    assign p=a|b;
    assign s=(a^b)^c;
endmodule
==> ./run.sh <==
#!/bin/bash
# OpenROAD 26Q1-2900-gdf79404cd8, Yosys 0.63+post, stock flow scripts
make -C /OpenROAD-flow-scripts/flow DESIGN_CONFIG=/design/flow/config.mk WORK_HOME=/design/flow/orfs finish
==> ./config.mk <==
export PLATFORM = sky130hd
export DESIGN_NAME = CLA
export DESIGN_NICKNAME = CLA
export VERILOG_FILES = /design/flow/design.v
export SDC_FILE = /design/flow/constraint.sdc
export NUM_CORES = 4
export LEC_CHECK = 1
export CORE_AREA = 10 10 70 70
export DIE_AREA = 0 0 80 80
==> ./constraint.sdc <==
current_design CLA

set clk_period 3.1
set clk_io_pct 0.2

create_clock -name clk0 -period $clk_period

set non_clock_inputs [all_inputs -no_clocks]
set_input_delay [expr $clk_period * $clk_io_pct] -clock clk0 $non_clock_inputs
set_output_delay [expr $clk_period * $clk_io_pct] -clock clk0 [all_outputs]
==> GITHUB_STEP_SUMMARY <==
### Metrics collected by this job

| Metric | Value |
|---|---|
| Status | `complete, no violations` |
| Die area | `approximately 0.0064 sq mm` |
| Worst hold slack | `1.88 ns` |
| Worst vdd ir | `about 0.000074 V` |
| Die X | `around 80 um` |
| Critical Path RT | `2.48 ns` |
| AO/OA Area Share | `14.3%` |
| XOR/XNOR Fraction of Synth Area | `7.13%` |
| Mean Syn Cell Area | `7.49 sq um` |
| Post-DP HPWL | `1.29 mm` |
| Synthesized area | `between 600 and 700 sq um` |
| Chip Area, Yosys | `614 sq um` |
| CLK BUF | `0` |
| Dpl ws | `-0.359 ns` |
| Die Height | `80 um` |
| WP data arrival | `about 2.4 ns` |
| Worst Path Buf+Inv | `2` |
| Slowest cell on crit path | `or4_1` |
| Fp util | `between 10% and 20%` |
| PortBufs | `26` |
| ANT cells | `0` |
| Worst-Margin Slew | `0.281 ns` |
| CP peak stage delay | `0.53 ns` |
| Mapped Cells | `82` |
| Placed insts | `157` |
| Yosys top cell area share | `between 30% and 40%` |
| First-pass GRT wire length | `2.64 mm` |
| Cell area leaders | `ha_1 33%, inv_1 13%, buf_4 9.8%` |
| Slew Viols, Final | `0` |
| Layout cell share with drive strength beyond 1 | `30.2%` |
| Routed WL per cell | `9.51 um` |
| Crit-path max FO | `2` |
| Yosys Instances | `82` |
| Sequential share of power | `0%` |
| Clock power share | `0%` |
| Initial antenna violation count | `0` |
| Register Area | `0 sq um` |
| Tightest Hold Check Type | `input pin to output pin` |
| Tmin final | `3.02 ns` |
| Cell Chain, Critical Path | `dlygate4sd2_1 -> ha_1 -> o311a_4 -> or4_1 -> o311a_1 -> dlygate4sd2_1` |
| Part of the cycle the worst path needs | `between 90% and 100%` |
| Hold path startpoint | `B[5]` |
| Leak pwr | `0.584 nW` |
| Peak Freq | `0.331 GHz` |
| Synth area leader | `ha_1` |
| Min-Delay Path Depth | `5` |
| Total Power | `0.163 mW` |
| Vias in the first global route | `620` |
| Power per cell area | `approximately 150 mW/mm^2` |
| Placed Area | `955 sq um` |
| Simple-Gate Area Share | `19.6%` |
| Adder-cell share of the synthesized area | `35.8%` |
| Main logic family | `adder cells` |
| Critical Path End Type | `output pin` |
| NetSw | `approximately 0.059 mW` |
| Final cell count without fillers | `162` |
| Final wirelength | `1.54 mm` |
| Unique cell types | `24` |
| Most numerous cell on the critical path | `dlygate4sd2_1` |
| P&R area growth vs syn | `72.9%` |
| GR Overflow Total | `0` |
| DRC | `0` |
| Endpoints failing setup | `0` |
| Sw Share | `a little over a third` |
| Slack of the critical path | `0.0791 ns` |
| Share of the yosys chip area belonging to registers | `0%` |
| Final ANT Viol Nets | `0` |
| OpenROAD warnings | `42` |
| Seq cells | `0` |
| DR iter-0 viols | `14` |
| Row Count | `21` |
| Internal Power | `0.104 mW` |
| Unrepaired setup endpoints after global routing | `no` |
| CP startpoint kind | `input pin` |
| DR vias/cell | `between 3 and 4` |
| Final Core Density | `31.1%` |
| Critical path class | `input pin to output pin` |
| Fill cell count | `359` |
| Synth cell count leaders | `22 x inv_1, 16 x ha_1, 8 x buf_4` |
| Final Hold Viols | `0` |
| First-pass DRT Iterations | `4` |
| DR vias | `614` |
| Max-Cap Viols | `0` |
| Comb pwr share | `100.0%` |
| Synth top cell by count | `inv_1` |
| Comb. cell area | `551 sq um` |
| Io pins | `26` |
| Largest net degree at the start of global routing | `7` |
| Core box area | `between 0.003 and 0.004 sq mm` |
| CP top delay family | `simple AND/OR/NAND/NOR gates` |
| Total GRT Usage | `4.72%` |
| Max-slew headroom | `about four fifths` |
| Hold EP | `S[5]` |
| Finished layout cell area | `0.00106 sq mm` |
| Final Wtd Congestion | `0.739` |
| Yosys warnings | `1` |
| Setup_tns | `0 ns` |
| Mux cell area share | `0%` |
[timing repair]
item	in CTS	in global routing
setup buffers	5	0
hold buffers	0	0
setup endpoints to repair	6	4
pin swaps	7	3
gates resized	22	17
[power groups by stage]
stage	clock network [mW]	logic [mW]	registers, mW
after CTS	0	0.159	0
after global routing	0	0.184	0
final	0	0.163	0
[final cells by class]
cell class,count,area share [%]
well taps,46,5.42
multi-input cells,52,51.8
repair buffers,42,35.0
inverters,22,7.77
[cells by family after synthesis]
family,after synthesis
XOR/XNOR,5
buffers and inverters,30
AND/OR/NAND/NOR,19
adder cells (fa/ha/maj),17
AND-OR/OR-AND,11
[worst max path at each step]
| stage | depth (start not counted) | startpoint | end | slack (ns) |
|---|---|---|---|---|
| 6_report | 6 | A[0] | S[4] | 0.08 |
| 5_1_grt | 9 | A[2] | S[3] | 0.01 |
| 4_1_cts | 8 | B[3] | S[7] | -0.08 |
[layout by cell type, fill, tap and decap left out, drive strengths merged, types with 3 or more instances in the layout]
| cell type | Yosys | layout |
|---|---|---|
| buf | 8 | 17 |
| xnor2 | 4 | 4 |
| inv | 22 | 22 |
| nor3b | 3 | 3 |
| nor2 | 4 | 4 |
| ha | 16 | 16 |
| clkdlybuf4s50 | 0 | 10 |
| dlymetal6s2s | 0 | 5 |
| dlygate4sd2 | 0 | 9 |
[layer usage]
layer | up-vias | GRT usage [%] | wire [um]
li1 | 328 | - | -
met1 | 272 | 5.91 | 715
met2 | 14 | 8.35 | 720
met3 | 0 | 1.25 | 106
met4 | 0 | 0 | 0
met5 | - | 0 | 0
[tightest hold or removal path: stages]
cell	delay [ns]
dlymetal6s2s_1	0.13
inv_1	0.06
ha_2	0.14
xnor2_1	0.06
dlygate4sd2_1	0.24
Power figures rest on the tool's default switching activity, not on a simulated workload.
