--- flow/run.sh ---
#!/bin/bash
# OpenROAD 26Q1-2900-gdf79404cd8, Yosys 0.63+post, stock flow scripts
make -C /OpenROAD-flow-scripts/flow DESIGN_CONFIG=/design/flow/config.mk WORK_HOME=/design/flow/orfs finish
--- flow/config.mk ---
export PLATFORM = sky130hd
export DESIGN_NAME = logic_operator
export DESIGN_NICKNAME = logic_operator
export VERILOG_FILES = /design/flow/design.v
export SDC_FILE = /design/flow/constraint.sdc
export NUM_CORES = 4
export LEC_CHECK = 1
export CORE_AREA = 10 10 70 70
export DIE_AREA = 0 0 80 80
--- flow/constraint.sdc ---
current_design logic_operator

set clk_period 2.0
set clk_io_pct 0.2

create_clock -name clk0 -period $clk_period

set non_clock_inputs [all_inputs -no_clocks]
set_input_delay [expr $clk_period * $clk_io_pct] -clock clk0 $non_clock_inputs
set_output_delay [expr $clk_period * $clk_io_pct] -clock clk0 [all_outputs]
--- flow/design.v ---
`timescale 1ns / 1ps
module logic_operator(A,B,F,S);
    input [7:0] A,B;
    input [2:0] S;
    output reg [7:0] F;
    always @*
    begin
        case (S)
        3'b000: F=A&B;
        3'b001: F=A|B;
        3'b010: F=A^B;
        3'b011: F=~(A^B);
        3'b100: F=~(A&B);
        3'b101: F=~(A|B);
        3'b110: F=~A;
        3'b111: F=~B;
        endcase
    end
endmodule
==> reports/metrics.sh <==
PWR_DENSITY_CELL_mW_PER_MM2=206.1
IO-PIN-COUNT=27
WORST_PATH_LARGEST_CELL_DELAY_NS=0.45
WORSTSETUPSTARTPOINTTYPE='primary input'
POST_SYNTH_MAIN_LOGIC_FAMILY='AND-OR/OR-AND gates'
ANTENNA_CELLS=0
UNREPAIRED_SETUP_ENDPOINTS_AFTER_GLOBAL_ROUTING='false'
YOSYS_WARNS=1
PLACE_WORST_SETUP_SLACK_NS=-0.7531
FINALCLOCKPERIODUSAGE=0.9788
GP_ROUTABILITY_CONGESTION=0.7600
FA_HA_AREA_FRAC=0.2458
TIMING_WORST_SLEW_PIN_VALUE_NS=0.1593
SYNTH_SIMPLE_GATE_AREA_SHARE=0.09831
FINAL-SEQ-AREA_SQ_UM=0
YOSYS-STAT-AREA_SQ_UM=814.5
WORSTSETUPENDPOINTTYPE='output pin'
POSTLAYOUTCOREUTIL=0.4432
POSTSYNTHSEQSHARE=0
MAX_CAP_VIOLATIONS=0
CRITICAL_PATH_ARRIVAL_NS=1.56
SEQUENTIAL_CELL_TOTAL=0
CHIP_AREA_SQ_MM=0.006400
SLEW_HEADROOM=0.8908
OVERALL_DIE_WIDTH_UM=80
ROUTE.ANTENNA.REMAINING_NETS=0
GRT_MAX_DEGREE=12
OPENROAD.WARNINGS=41
GRT-OVFL-TOTAL=0
NUM-CLOCK-BUFFERS=0
SYN_AVG_CELL_AREA_SQ_UM=7.612
STATUS='finished clean'
NUMBER_OF_DESIGN_RULE_VIOLATIONS_LEFT_AFTER_DETAIL_ROUTING=0
FINAL_COMMON_CELL='sky130_fd_sc_hd__buf_4'
DIE_HEIGHT_UM=80
STANDBY_LEAKAGE_POWER_nW=0.6975
DETAILEDPLACEMENTHPWL_UM=1892
TIMING.FINAL.SETUP_VIOLATIONS=0
NUMBER_OF_PORT_BUFFERS=27
POST_SYNTHESIS_INSTANCE_AREA_SQ_UM=814.5
VIA_COUNT_OF_THE_FIRST_GLOBAL_ROUTING_PASS=1001
KIND_OF_CRITICAL_PATH='primary input to output pin'
FMAX_MHz=510.8
FINALCRITICALPERIOD_NS=1.958
HOLD_BUFFERS=0
ROUTED_WIRE_PER_STD_CELL_UM=11.90
CRIT_REQUIRED_NS=1.60
SYNTH.AREA.MUX_SHARE=0.1920
WIRE_LENGTH_OF_THE_FIRST_GLOBAL_ROUTING_PASS_UM=4264
SYN_INST=107
TOTAL_NUMBER_OF_PLACEMENT_ROWS=21
GLOBALROUTETOTALUTIL=0.07607
CORE_REGION_AREA_SQ_MM=0.003416
CRIT_PATH_CELL_TRACE='buf_6, inv_4, ha_4, xor2_1, mux4_2, o21a_1, buf_2'
CRITPATHSLOWESTCELL='sky130_fd_sc_hd__mux4_2'
YS_SH_XOR=0.04301
VIAS=956
YOSYS-STAT-CELLS=107
SYNTH_CELL_TYPES=28
FINALHOLDVIOLCOUNT=0
FINALWORSTSETUPSLACK_NS=0.04237
FP_UTIL=0.2385
DR.FIRST_ITER.DRC_COUNT=18
HP-CLASS='primary input to output pin'
DETAIL_ROUTE.FIRST_PASS.ITERATIONS=4
WIRELENGTH_UM=2488
POST_DRT_VIA_CELL_RATIO=4.574
NUMBER_OF_ANTENNA_VIOLATIONS_AT_THE_FIRST_CHECK_IN_GLOBAL_ROUTING=0
FINAL.FILL_COUNT=323
LAYOUT_TOP_CELLS='sky130_fd_sc_hd__buf_4, sky130_fd_sc_hd__inv_2, sky130_fd_sc_hd__buf_2'
VDD_IR_DROP_MAX_uV=101.3
WORST-PATH-MAX-FANOUT=2
SYNTH_COMPOUND_GATE_AREA_SHARE=0.2826
POST-LAYOUT-TOTAL-POWER_W=0.0003121
MAXSLEWVIOLCOUNT=0
FINAL_LAYOUT_SIZE_SUFFIX_GT1_FRAC=0.5951
AREA_GROWTH_PCT=85.87
## cell usage after synthesis
cell                       count  area, sq um
sky130_fd_sc_hd__inv_1        17        63.81
sky130_fd_sc_hd__ha_1         16        200.2
sky130_fd_sc_hd__mux2i_1      10        100.1
sky130_fd_sc_hd__buf_2         6        30.03
sky130_fd_sc_hd__o21ai_0       6        30.03
sky130_fd_sc_hd__a211oi_1      5        37.54
sky130_fd_sc_hd__a21oi_1       4        20.02
sky130_fd_sc_hd__a31oi_1       4        25.02
sky130_fd_sc_hd__nand2_1       4        15.01
sky130_fd_sc_hd__nor2b_1       4        25.02
sky130_fd_sc_hd__a221o_1       3        30.03
sky130_fd_sc_hd__a41oi_1       3        26.28
sky130_fd_sc_hd__nor2_1        3        11.26
sky130_fd_sc_hd__o22a_1        3        26.28
sky130_fd_sc_hd__xor2_1        3        26.28
sky130_fd_sc_hd__mux4_2        2        45.04
sky130_fd_sc_hd__nor4b_1       2        17.52
sky130_fd_sc_hd__o21a_1        2        15.01
sky130_fd_sc_hd__a21boi_0      1        7.510
sky130_fd_sc_hd__buf_6         1        11.26
sky130_fd_sc_hd__clkbuf_1      1        3.750
sky130_fd_sc_hd__inv_2         1        3.750
sky130_fd_sc_hd__mux2_2        1        11.26
sky130_fd_sc_hd__nor3_1        1        5.000
sky130_fd_sc_hd__o211ai_1      1        7.510
sky130_fd_sc_hd__o21ai_1       1        5.000
sky130_fd_sc_hd__or2_1         1        6.260
sky130_fd_sc_hd__xnor2_1       1        8.760
## logic make-up after synthesis
| logic type | Yosys count |
|---|---|
| multiplexers | 13 |
| AND-OR/OR-AND | 33 |
| buffers and inverters | 26 |
| adder cells (fa/ha/maj) | 16 |
| AND/OR/NAND/NOR | 15 |
| XOR/XNOR | 4 |
## critical path, delay by kind of cell
family	cells	cell delay, ns
AND-OR/OR-AND	1	0.12
adder cells (fa/ha/maj)	1	0.19
multiplexers	1	0.45
XOR/XNOR	1	0.15
buffers and inverters	3	0.26
## power breakdown
group / total, W / switching, W / internal [W]
logic: 0.000312 / 0.000131 / 0.000181
registers: 0 / 0 / 0
clock network: 0 / 0 / 0
## metrics by stage
stage | hold WS [ns] | cell area (sq um) | instances | TNS (ns)
CTS | 1.340 | 1446 | 209 | -0.01308
floorplan | 1.020 | 814.5 | 107 | 0
global placement | 1.969 | 1315 | 201 | -5.007
global route | 1.354 | 1514 | 209 | 0
detailed placement | 1.992 | 1315 | 201 | -5.131
finish | 1.268 | 1514 | 209 | 0
## final cells by class
cell class / count / area (sq um) / share of cell area
repair buffers: 64 / 495.5 / 0.3273
inverters: 18 / 75.07 / 0.04959
well taps: 46 / 57.56 / 0.03802
multi-input cells: 81 / 885.9 / 0.5851
## per-layer routing
layer / share of wire / up-vias / global-route usage
li1: - / 501 / -
met1: 0.48 / 440 / 0.1019
met2: 0.47 / 15 / 0.1300
met3: 0.048 / 0 / 0.01477
met4: 0 / 0 / 0
met5: 0 / - / 0
## worst paths after layout
check	startpoint	endpoint	slack (ns)	cells past startpoint
setup / recovery	A[7]	F[7]	0.04	7
hold / removal	B[2]	F[2]	1.27	5
## timing repair
item	CTS	global route
endpoints found under the hold margin	0	0
gates resized	106	30
buffers inserted	8	0
setup endpoints to repair	8	8
pin swaps	15	11
Power is estimated from default activity; no workload was simulated.
