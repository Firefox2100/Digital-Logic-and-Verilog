===== flow/config.mk =====
export PLATFORM = sky130hd
export DESIGN_NAME = shift_register
export DESIGN_NICKNAME = shift_register
export VERILOG_FILES = /design/flow/design.v
export SDC_FILE = /design/flow/constraint.sdc
export NUM_CORES = 4
export LEC_CHECK = 1
export CORE_AREA = 10 10 88 88
export DIE_AREA = 0 0 98 98

===== flow/design.v =====
`timescale 1ns / 1ps
module a_flipflop(D,clk,rst,Q);
    input D,clk,rst;
    output reg Q;
    always @(negedge rst,posedge clk)
        if (!rst)
            Q<=0;
        else
            Q<=D;
endmodule
`timescale 1ns / 1ps
module line_shifting_reg(din,dout,clk,rst);
    input [7:0] din;
    input clk,rst;
    output [7:0] dout;
    a_flipflop a0(
        .D(din[0]),
        .rst(rst),
        .clk(clk),
        .Q(dout[0]));
    a_flipflop a1(
        .D(din[1]),
        .rst(rst),
        .clk(clk),
        .Q(dout[1]));
    a_flipflop a2(
        .D(din[2]),
        .rst(rst),
        .clk(clk),
        .Q(dout[2]));
    a_flipflop a3(
        .D(din[3]),
        .rst(rst),
        .clk(clk),
        .Q(dout[3]));
    a_flipflop a4(
        .D(din[4]),
        .rst(rst),
        .clk(clk),
        .Q(dout[4]));
    a_flipflop a5(
        .D(din[5]),
        .rst(rst),
        .clk(clk),
        .Q(dout[5]));
    a_flipflop a6(
        .D(din[6]),
        .rst(rst),
        .clk(clk),
        .Q(dout[6]));
    a_flipflop a7(
        .D(din[7]),
        .rst(rst),
        .clk(clk),
        .Q(dout[7]));
endmodule
module shift_register(clk,rst,din,dout);
    input [7:0] din;
    input clk;
    input rst;
    output [7:0] dout;
    wire [7:0] w0,w1,w2,w3;
    line_shifting_reg l0(
        .din(din),
        .dout(w0),
        .clk(clk),
        .rst(rst)
        );
    line_shifting_reg l1(
        .din(w0),
        .dout(w1),
        .clk(clk),
        .rst(rst)
        );
    line_shifting_reg l2(
        .din(w1),
        .dout(w2),
        .clk(clk),
        .rst(rst)
        );
    line_shifting_reg l3(
        .din(w2),
        .dout(w3),
        .clk(clk),
        .rst(rst)
        );
    line_shifting_reg l4(
        .din(w3),
        .dout(dout),
        .clk(clk),
        .rst(rst)
        );
endmodule

===== flow/run.sh =====
#!/bin/bash
# OpenROAD 26Q1-2900-gdf79404cd8, Yosys 0.63+post, stock flow scripts
make -C /OpenROAD-flow-scripts/flow DESIGN_CONFIG=/design/flow/config.mk WORK_HOME=/design/flow/orfs finish

===== flow/constraint.sdc =====
current_design shift_register

set clk_period 1.0
set clk_io_pct 0.2

create_clock -name clk0 -period $clk_period [get_ports {clk}]

set non_clock_inputs [all_inputs -no_clocks]
set_input_delay [expr $clk_period * $clk_io_pct] -clock clk0 $non_clock_inputs
set_output_delay [expr $clk_period * $clk_io_pct] -clock clk0 [all_outputs]

==> flow_summary_export.csv <==
group,metric,value,unit
drt,via_count,379,
placement,dp.cells,133,
final_timing,fmax,1.039,GHz
drt,drt_iter0_drc,31,
worst_setup_path,crit_family,"flip-flops",
logic_synthesis,synth_area,0.001061,mm²
final_timing,finalMaxSlewViolations,0,
die,ioPinCount,18,
logic_synthesis,synthCells,48,
worst_setup_path,crit_path_start_kind,"flop",
final_timing,fin_crit_sh,96.24,%
power_and_ir_drop,p_switching,0.5439,mW
layout,fillers,593,
power_and_ir_drop,swShare,17.96,%
drt,met2_length,381,µm
power_and_ir_drop,powerDensity,2247,mW/mm²
power_and_ir_drop,sequentialPowerShare,56.7,%
die,die_h,98,µm
drt,first_pass_iters,2,
status,violations,"hold timing",
logic_synthesis,ys_area,0.001061,mm²
final_timing,hold_viol,40,
final_timing,tightest_slew,0.2044,ns
logic_synthesis,syn_area_per_cell,22.10,µm²
worst_setup_path,crit_path_end_kind,"output pin",
logic_synthesis,ys_ff,40,
final_timing,whs,-0.1295,ns
die,dieArea,0.009604,mm²
clock_network,tritoncts.num_buffers,5,
power_and_ir_drop,pwr-share-comb,2.8,%
die,core_area,0.005921,mm²
drt,wl_met3,171,µm
clock_network,postCtsSetupRepairBufs,0,
die,dieWidth,98,µm
clock_network,root_buffer,"clkbuf_8",
status,status,"finished, violations left",
drt,drt-total-wl,1284,µm
power_and_ir_drop,power.internal,2.484,mW
worst_setup_path,crit_chain,"buf_2",
run,cap_violations,0,
global_route,grt_pass1_wl,2145,µm
logic_synthesis,ys_seq_share,94.34,%
die,initCoreUtil,17.92,%
power_and_ir_drop,pwr-share-clk,40.5,%
clock_network,clk-insertion-delay-late,0.28,ns
worst_setup_path,slowest_stage,"dfrtp_1",
clock_network,cts_tree,"yes",
placement,dp_slack,0.01112,ns
global_route,grt_pass1_vias,407,
global_route,track_usage,2.737,%
worst_setup_path,cp_num_buf_inv,1,
worst_setup_path,path_class,"reg2out",
clock_network,cts_max_level,2,
global_route,antenna_found_initial,0,
clock_network,clockBufferDepth,2,
logic_synthesis,ys_cells,48,
worst_setup_path,critPathMaxStageDelay,0.37,ns
drt,drc,0,
layout,syn_to_final_growth,27.00,%
placement,port_buffers,17,
global_route,grt_overflow,0,
layout,layout-drive-gt1-share,25.76,%
global_route,grt_max_degree,41,
worst_setup_path,path_max_fanout,1,
layout,fin_cells,141,
die,rows,28,
drt,antennaDiodeCount,0,
final_timing,fin_skew,0.007668,ns
final_timing,timing.final.ws_setup,0.03756,ns
worst_hold_path,hold_path.class,"in2async",
run,log.warning_count,28,
final_timing,rsz0062_at_grt,"true",
worst_setup_path,critPathArrivalTime,0.76,ns
power_and_ir_drop,power_leakage,0.5974,nW
drt,top_layer_used,"met4",
worst_setup_path,cp_data_required_time,0.80,ns
drt,drtAntennaViolNets,0,
final_timing,period_needed,0.9624,ns
drt,vias_per_cell,2.688,
layout,combGateArea,0,µm²
final_timing,setup_tns,0,ns
drt,drt-met1-wl,719,µm
drt,post_drt_wl_per_cell,9.106,µm
logic_synthesis,yosysWarnings,1,
final_timing,finalSetupViolations,0,
placement,gp_congestion,0.6484,
layout,logic_gate_count,0,
final_timing,max_slew_margin,86.37,%
layout,finish.utilization,22.76,%
power_and_ir_drop,peakVddDrop,1.221,mV
clock_network,path_clk_slew,0.07,ns
clock_network,cts_sinks,40,
logic_synthesis,synth_cell_types,2,
-- final timing paths --
kind | from | end | slack (ns) | cells after the start
worst max-delay path | l4.a4.Q | dout[4] | 0.04 | 1
worst min register to register | l1.a6.Q | l2.a6.Q | 0.34 | 0
worst max register to register | l0.a6.Q | l1.a6.Q | 0.52 | 0
min in group clk0 | l1.a6.Q | l2.a6.Q | 0.34 | 0
worst min-delay path | rst | l3.a0.Q | -0.13 | 2
max in group asynchronous | rst | l0.a6.Q | 0.93 | 2
-- synthesized netlist by cell type (all sizes together) --
library cell	instances	share of area [%]
dfrtp	40	94
buf	8	5.7
-- repair_timing --
action                                 4_1_cts  5_1_grt
resized                                     24        0
setup endpoints to repair                    8        2
endpoints found under the hold margin       40       40
-- layout by cell type, fill, tap and decap left out, drive strengths merged --
cell	synthesis	routed
dfrtp	40	40
clkbuf	0	6
buf	8	10
clkinv	0	1
clkdlybuf4s50	0	8
bufinv	0	1
-- layer usage --
metal	track usage, %	vias to the layer above
met2	2.690	23
met3	2.418	2
met1	4.097	185
met4	0.5593	0
li1	-	169
met5	0	-
-- kinds of logic (layout without fill, tap and decap cells) --
kind of cell           after synthesis  count (layout)  share of synthesized area, %
buffers and inverters                8              26                         5.661
DFF                                 40              40                         94.34
-- power groups by stage --
| stage | clock network, mW | logic, mW | registers (mW) |
|---|---|---|---|
| finish | 1.23 | 0.0851 | 1.72 |
| global route | 1.34 | 0.0979 | 1.72 |
| CTS | 1.27 | 0.0895 | 1.72 |
-- cell type report --
type                  instances  area, µm²  share of cell area, %
Sequential cell              40       1001                  74.28
Timing Repair Buffer         18      145.1                  10.77
Tap cell                     75      93.84                  6.964
Clock buffer                  6      72.57                  5.385
Clock inverter                2      35.03                  2.600
-- metrics by stage --
stage | power (mW) | area, µm² | hold slack, ns
2_1_floorplan | 1.762 | 1061 | -0.09559
3_3_place_gp | 1.846 | 1280 | 0.1738
3_5_place_dp | 1.853 | 1280 | 0.1849
4_1_cts | 3.082 | 1348 | -0.1236
5_1_grt | 3.158 | 1348 | -0.1111
6_report | 3.028 | 1348 | -0.1295
Power is estimated from default activity; no workload was simulated.
